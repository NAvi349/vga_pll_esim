[/design/flow/run.sh]
#!/bin/bash
# OpenROAD 26Q1-2900-gdf79404cd8, Yosys 0.63+post, stock flow scripts
make -C /OpenROAD-flow-scripts/flow DESIGN_CONFIG=/design/flow/config.mk WORK_HOME=/design/flow/orfs finish
[/design/flow/config.mk]
export PLATFORM = sky130hd
export DESIGN_NAME = top_square
export DESIGN_NICKNAME = top_square
export VERILOG_FILES = /design/flow/design.v
export SDC_FILE = /design/flow/constraint.sdc
export NUM_CORES = 4
export LEC_CHECK = 1
export CORE_UTILIZATION = 30
[/design/flow/design.v]
`default_nettype none
`timescale 1ns / 1ns
module simple_480p (
    input  wire clk_pix,    
    input  wire rst_pix,    
    output      reg [9:0] sx,   
    output      reg [9:0] sy,   
    output      reg hsync,      
    output      reg vsync,      
    output      reg de          
    );
    parameter HA_END = 639;            
    parameter HS_STA = HA_END + 16;    
    parameter HS_END = HS_STA + 96;    
    parameter LINE   = 799;            
    parameter VA_END = 479;            
    parameter VS_STA = VA_END + 10;    
    parameter VS_END = VS_STA + 2;     
    parameter SCREEN = 524;            
    always@(*) begin
        hsync = ~(sx >= HS_STA && sx < HS_END);   
        vsync = ~(sy >= VS_STA && sy < VS_END);   
        de = (sx <= HA_END && sy <= VA_END);
    end
    always @(posedge clk_pix) begin
        if (sx == LINE) begin   
            sx <= 0;
            sy <= (sy == SCREEN) ? 0 : sy + 1;   
        end 
        else begin
            sx <= sx + 1;
        end
        if (rst_pix) begin
            sx <= 0;
            sy <= 0;
        end
    end
endmodule
`default_nettype none
`timescale 1ns / 1ns
module top_square #(parameter CORDW=10) (   
    input  wire clk_pix,              
    input  wire sim_rst,              
    output      reg [CORDW-1:0] sdl_sx,   
    output      reg [CORDW-1:0] sdl_sy,   
    output      reg sdl_de,               
    output      reg [7:0] sdl_r,          
    output      reg [7:0] sdl_g,          
    output      reg [7:0] sdl_b,          
    output      wire hsync,
    output      wire vsync
    );
    wire [CORDW-1:0] sx, sy;
    wire de;
    simple_480p display_inst (
        .clk_pix,
        .rst_pix(sim_rst),
        .sx,
        .sy,
        .hsync(hsync),
        .vsync(vsync),
        .de
    );
    logic square;
    always @(*) begin
        square = (sx > 220 && sx < 420) && (sy > 140 && sy < 340);
    end
    logic [3:0] paint_r, paint_g, paint_b;
    always @(*) begin
        paint_r = (square) ? 4'hF : 4'h1;
        paint_g = (square) ? 4'hF : 4'h3;
        paint_b = (square) ? 4'hF : 4'h7;
    end
    always @(posedge clk_pix) begin
        sdl_sx <= sx;
        sdl_sy <= sy;
        sdl_de <= de;
        sdl_r <= {2{paint_r}};   
        sdl_g <= {2{paint_g}};
        sdl_b <= {2{paint_b}};
    end
endmodule
[/design/flow/constraint.sdc]
current_design top_square

set clk_period 2.9
set clk_io_pct 0.2

create_clock -name clk0 -period $clk_period [get_ports {clk_pix}]

set non_clock_inputs [all_inputs -no_clocks]
set_input_delay [expr $clk_period * $clk_io_pct] -clock clk0 $non_clock_inputs
set_output_delay [expr $clk_period * $clk_io_pct] -clock clk0 [all_outputs]
==> reports/results.tsv <==
metric	value	unit
status	completed	
hold_buffers	0	
clkPwrFrac	37.9	%
crit_arrival	1.93	ns
largest_area_cell	dfxtp_1	
drt-pass1-iter-count	4	
syn_inst	184	
vias_per_cell	4.502	
syn_area	1732	sq um
sw_frac_of_total	20.20	%
cp_data_required_time	2.32	ns
grt_pass1_wl	5.043	mm
p_comb_share	2.3	%
wl_per_cell	10.67	um
synth.avg_cell_area	9.411	sq um
crit_chain	ha_1 > a31oi_1 > nor2_1 > a21oi_1 > nand4_1 > clkdlybuf4s50_1	
critical_path.startpoint	display_inst.sx[0]	
drt_iter0_markers	72	
period_minus_slack	2.506	ns
hold_viol	0	
p_per_area	469.6	nW/um^2
fp.dieW	77.98	um
cts_setup_buffers	0	
root_buffer	clkbuf_8	
slowest_delay	0.43	ns
chip_area	6080	sq um
ir_drop	0.1498	mV
diodes	0	
reg2reg_to	display_inst.sy[5]	
crit_cells	6	
timing.rr.start	display_inst.sx[0]	
yosysChipArea	1732	sq um
cts_tree	yes	
ys_seq_share	48.55	%
cp-endpoint	hsync	
ys_ff	42	
ff_type	dfxtp_1	
max_freq	399.0	MHz
cp_top_family	buffers and inverters	
slew_violations	0	
crit_slowest_cell	clkdlybuf4s50_1	
synth-edff-count	0	
ant_nets	0	
instances_no_fill	281	
stdcell_area	2101	sq um
rsz0062_at_grt	no	
grt_max_degree	13	
place_area	2009	sq um
cts-htree-levels	2	
critPathBufInv	1	
postCtsResizedCells	0	
drt-total-wl	2.999	mm
track_usage	10.48	%
rows	27	
p_seq_share	59.8	%
port_buffers	36	
finClkSkew	0.006868	ns
clkTransAtPathRegs	0.07	ns
cts.path.max_buffers	2	
area_growth	21.31	%
power.leakage	0.7445	nW
dieHeight	77.98	um
placedCellCount	273	
setup_viol	0	
ys_types	35	
finalCritPeriodShare	86.42	%
clock_sinks	42	
hold_class	reg2reg	
via_count	1265	
remaining_drc_errors	0	
top_cells_by_area	dfxtp_1 49%, buf_4 10%, ha_1 3.6%, nor2_1 3.5%, o21ai_0 3.2%	
ioPinCount	49	
top_cell_area_share	48.55	%
clk_latency	0.29	ns
power.total	0.9865	mW
tool_warnings	28	
internal_power	0.7872	mW
ys_async_sr_fraction	0	%
end_kind	primary output	
drive_gt1_share	4.785	%
start_kind	flip-flop	
reg2reg_depth	5	
grt_antenna_before_repair	0	
tns	0	ns
max-cap-violations	0	
crit_fanout	6	
grt_pass1_vias	1090	
r2r_slack	0.81	ns
gp_congestion	0.8120	
post-route-util	37.92	%
hpwlAfterDp	2.070	mm
core_region_area	5540	sq um
power.switching	0.1993	mW
worstHoldStart	display_inst.sx[1]	
ys_cells	184	
numCtsBuffers	5	
grt-ovfl-total	0	
crit_type	reg2out	
yosysWarnings	2	
fp_util	31.26	%
-- logic make-up (layout without fill, tap and decap cells) --
| kind of cell | count (synthesis) | after routing | share of synthesized area, % |
|---|---|---|---|
| xor gates and xnor gates | 9 | 9 | 4.552 |
| adders and majority gates | 5 | 5 | 3.613 |
| DFF | 42 | 42 | 48.56 |
| AOI/OAI and AO/OA | 25 | 25 | 8.382 |
| muxes | 1 | 1 | 0.5781 |
| and+or+nand+nor | 64 | 64 | 20.23 |
| buffers and inverters | 37 | 51 | 13.87 |
| other | 1 | 12 | 0.2166 |
-- power by group through the flow --
| stage | registers (mW) | logic (mW) | clock network, mW |
|---|---|---|---|
| 4_1_cts | 0.590 | 0.0233 | 0.393 |
| 5_1_grt | 0.591 | 0.0273 | 0.416 |
| 6_report | 0.590 | 0.0228 | 0.374 |
-- sequential cells by signal, indices dropped and copies added, names as in the netlist --
name             count
display_inst.sx     10
display_inst.sy     10
sdl_de               1
sdl_r                1
sdl_sx              10
sdl_sy              10
-- stage by stage --
stage                     hold slack, ns  setup slack (ns)
after floorplan                   0.3290            0.9330
after global placement            0.3908            0.7407
after detailed placement          0.4030            0.7078
after CTS                         0.4193            0.3837
after global routing              0.4290            0.2297
final                             0.4094            0.3939
-- synthesized netlist by cell type (all sizes together) (2+ instances only) --
library cell and count:
dfxtp 42, buf 25, nor2 16, o21ai 11, a21oi 8, inv 7, nand2 7, nand3 7
or3 7, nor3 6, xnor2 6, clkbuf 5, ha 5, nand4 4, nor4 4, xor2 3
and3 2, nand4b 2, nor2b 2, or4 2
-- metal layers --
layer / vias to the layer above / GRT usage (%) / share of wire (%) / routed length (um)
met5: - / 0 / 0 / 0
met4: 0 / 2.963 / 3.3 / 99
met3: 10 / 2.628 / 6.7 / 202
met2: 53 / 15.31 / 42 / 1261
met1: 561 / 15.76 / 48 / 1436
li1: 641 / - / - / -
-- worst min-delay path by stage --
stage	depth (start not counted)	to	slack, ns
CTS	0	sdl_sx[1]	0.42
global route	0	sdl_sx[1]	0.43
finish	0	sdl_sx[1]	0.41
-- layout make-up --
type | instances | area [sq um]
sequential | 42 | 840.8
multi-input combinational | 116 | 691.9
clock buffer | 7 | 86.33
fill | 569 | 3440
inverter | 7 | 26.28
clock inverter | 1 | 5.005
tap | 72 | 90.09
timing repair buffer | 36 | 360.3
-- placed cells by master, fill, tap and decap left out, drive strengths merged, types with 2 or more instances in the layout --
cell            n
inv             7
nand3           7
nand2           7
nor2b           2
nor2           16
o21ai          11
xnor2           6
a21oi           8
clkdlybuf4s50  36
clkbuf          7
ha              5
and3            2
nor4            4
dfxtp          42
xor2            3
nor3            6
or4             2
nand4b          2
conb           12
nand4           4
or3             7
Power is estimated from default activity; no workload was simulated.
